### design.v
module shiftreg #(parameter WIDTH=4)(
        input inl, inr,
        input [WIDTH-1:0] d,
        input ld, sr, sl, rst, clk,
        output [WIDTH-1:0] q
    );
    reg [WIDTH-1:0] _q;
    always @ (posedge clk)
        casex ({rst,  sr, sl, ld})
            4'b1xxx: _q <= 0;
            4'b0xx1: _q <= d;
            4'b0x10: _q <= {_q[WIDTH-1:0], inr} ;
            4'b0100: _q <= {inl, _q[WIDTH-1:1]};
            4'b0000: _q <= _q;
        endcase
    assign q = _q;
endmodule 
### run.sh
#!/bin/bash
# OpenROAD 26Q1-2900-gdf79404cd8, Yosys 0.63+post, stock flow scripts
make -C /OpenROAD-flow-scripts/flow DESIGN_CONFIG=/design/flow/config.mk WORK_HOME=/design/flow/orfs finish
### config.mk
export PLATFORM = sky130hd
export DESIGN_NAME = shiftreg
export DESIGN_NICKNAME = shiftreg
export VERILOG_FILES = /design/flow/design.v
export SDC_FILE = /design/flow/constraint.sdc
export NUM_CORES = 4
export LEC_CHECK = 1
export CORE_AREA = 10 10 70 70
export DIE_AREA = 0 0 80 80
export SYNTH_HDL_FRONTEND = slang
### constraint.sdc
current_design shiftreg

set clk_period 2.2
set clk_io_pct 0.2

create_clock -name clk0 -period $clk_period [get_ports {clk}]

set non_clock_inputs [all_inputs -no_clocks]
set_input_delay [expr $clk_period * $clk_io_pct] -clock clk0 $non_clock_inputs
set_output_delay [expr $clk_period * $clk_io_pct] -clock clk0 [all_outputs]
==> results_slide.txt <==
Synthesis and Place & Route Summary

Floorplanning
  – Floorplan row count: 21
  – Die height: about 80 um
  – Die W: about 80 um
  – I/O pin total: 15
  – Core area: roughly 3400 um^2
  – Fp_density: ~7%
  – Die area: between 6000 and 7000 um^2

Synthesis
  – Synth Seq Share: between 50 and 60%
  – Post-synthesis cell count: 15
  – Ys Warns: 0
  – Post-synthesis register bit count: 4
  – Mean Syn Cell Area: roughly 16 um^2
  – Netlist Area Pre-Place: roughly 240 um^2
  – # Cells Yosys: 15
  – Yosys chip area: approximately 240 um^2
  – Synth unique cells: 6

Power and ir drop
  – Leak pwr: around 0.17 nW
  – Power density cells: 506.7 nW/um^2
  – Register share of total power: 41.4%
  – Internal: around 0.19 mW
  – Maximum VDD drop: about 0.085 mV
  – Combinational group share of total power: between 10% and 20%
  – Psw: 0.04737 mW
  – Switch share: between 20 and 25%
  – Clock power frac: around 39%

Worst setup path
  – Reg2reg start: q[1]
  – Bufs and invs on worst path: 1
  – Critical path data arrival time: approximately 1700 ps
  – Critical path origin: ld
  – CP peak stage delay: around 670 ps
  – CP cell instances: clkdlybuf4s50_1 -> or4_1
  – Cell family with most CP delay: simple AND/OR/NAND/NOR gates
  – Worst Setup Path Type: input port to flip-flop
  – Critical Path End Type: flip-flop
  – Startpoint Class: input port
  – Crit path DRT: between 2000 and 2500 ps
  – Worst path slowest cell: or4_1
  – CP Max Fanout: 7

Clocking
  – Hold buffers post-CTS: 0
  – Post_cts resized: 0
  – Clock-pin slew on the worst setup and hold paths: approximately 40 ps
  – Post CTS Setup Buffer Count: 0
  – CTS Sinks: 4
  – Maximum clock path buffer count: 2
  – Late-Pin Clk Latency: 230 ps
  – Clock Tree Root: clkbuf_4
  – CTS tree: built
  – CTS Buf Count: 3
  – H-tree depth: 1

Global routing
  – All-layer global routing usage: about 2.5%
  – Largest net degree at the start of global routing: 8
  – Initial antenna violation count: 0
  – Vias in the first global route: about 260
  – Global-route wire length before repair: between 1000 and 1500 um
  – Total congestion overflow: 0

Min path
  – Worst Hold Class: flip-flop to flip-flop
  – Hold_sp: q[3]

Place
  – Port Buffers: 14
  – Placed Instances: ~75
  – DP Area: 436.7 um^2
  – GPL Wtd Cong: 0.7772

Final timing
  – Fmax: just under 600 MHz
  – # setup viols final: 0
  – Slew Viols, Final: 0
  – Slew margin rel.: about four fifths
  – RSZ-0062 raised after global routing: no
  – Worst Tran Pin Value: about 280 ps
  – Final hold vios: 0
  – Skew final: 0.5602 ps
  – Crit share post-route: between 70% and 80%
  – Setup TNS: 0 ps
  – Fin crit period: around 1700 ps

Final layout
  – Fin cells: 78
  – Final instance area: ~460 um^2
  – Max reg flops: 4
  – Area growth syn-to-layout: 92.15%
  – Most instantiated logic cells after routing: clkdlybuf4s50_1, and3b_1, a221o_1, edfxtp_1, clkbuf_4
  – Share of layout cells above drive strength 1: 15.63%
  – Most frequent logic cell in the layout: clkdlybuf4s50_1

Flow run
  – Log Warnings: 25
  – MaxCap Viol Count: 0

Routing
  – Via count: 214
  – Per-cell routed wire length: 9.949 um
  – Detail Route Antenna Nets: 0
  – Total Wirelength: roughly 780 um
  – N_diodes: 0
  – Residual DRC: 0
  – DR pass1 iterations: 3
  – Via-to-Cell Ratio: 2.744
  – DR iter-0 viols: 6

Outcome
  – Status: complete, no violations
path summary, 6_finish.rpt:
path / endpoint / cells past startpoint / slack, ps
max: q[0] / 2 / 500
min reg2reg: q[2] / 1 / 600
min: q[2] / 1 / 600
max reg2reg: q[0] / 1 / 1170
power by group through the flow:
stage	Clock (mW)	Sequential (mW)	Combinational (mW)
after global routing	0.0980	0.0972	0.0497
after CTS	0.0968	0.0964	0.0462
final	0.0909	0.0963	0.0454
through the flow:
| step | total power [mW] | hold WS [ps] | worst slack (ps) | utilization [%] |
|---|---|---|---|---|
| after global placement | 0.1420 | 604.9 | 305.8 | 12.78 |
| after floorplan | 0.1048 | 524.5 | 888.8 | - |
| after global routing | 0.2449 | 609.7 | 423.5 | 13.44 |
| after detailed placement | 0.1438 | 590.4 | 245.8 | 12.78 |
| after CTS | 0.2394 | 601.1 | 510.0 | 13.44 |
| final | 0.2327 | 598.1 | 502.5 | 13.44 |
cell families after synthesis:
| group | Yosys count | synth area share, % |
|---|---|---|
| simple gates | 7 | 32.98 |
| flops | 4 | 50.26 |
| compound gates | 4 | 16.75 |
synthesized netlist by cell type:
library cell / number / share of area [%]
or4_1: 1 / 3.1
and3b_1: 4 / 15
edfxtp_1: 4 / 50
nor4b_4: 1 / 9.9
nor3b_2: 1 / 5.2
a221o_1: 4 / 17
metal layers:
metal  up-vias  share of wire (%)  GRT usage, %
li1        105                  -             -
met1        91                 56         3.771
met2        16                 27         2.408
met3         2                 15         2.159
met4         0                2.2        0.7042
met5         -                  0             0
final cells by class:
class | instances | area, um^2
Timing Repair Buffer | 14 | 140.1
Fill cell | 400 | 2957
Multi-Input combinational cell | 11 | 118.9
Clock buffer | 3 | 22.52
Sequential cell | 4 | 120.1
Tap cell | 46 | 57.56
Power figures rest on the tool's default switching activity, not on a simulated workload.
